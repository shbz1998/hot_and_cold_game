`flow/run.sh`:
```
#!/bin/bash
# OpenROAD 26Q1-2900-gdf79404cd8, Yosys 0.63+post, stock flow scripts
make -C /OpenROAD-flow-scripts/flow DESIGN_CONFIG=/design/flow/config.mk WORK_HOME=/design/flow/orfs finish
```
`flow/config.mk`:
```
export PLATFORM = sky130hd
export DESIGN_NAME = SSD_DRIVER
export DESIGN_NICKNAME = SSD_DRIVER
export VERILOG_FILES = /design/flow/design.v
export SDC_FILE = /design/flow/constraint.sdc
export NUM_CORES = 4
export LEC_CHECK = 1
export CORE_AREA = 10 10 70 70
export DIE_AREA = 0 0 80 80
```
`flow/constraint.sdc`:
```
current_design SSD_DRIVER

set clk_period 1.0
set clk_io_pct 0.2

create_clock -name clk0 -period $clk_period

set non_clock_inputs [all_inputs -no_clocks]
set_input_delay [expr $clk_period * $clk_io_pct] -clock clk0 $non_clock_inputs
set_output_delay [expr $clk_period * $clk_io_pct] -clock clk0 [all_outputs]
```
`flow/design.v`:
```
`timescale 1ns / 1ps
module SSD_DRIVER(
input wire[3:0] dig,
output wire [6:0] segment
    );
reg[6:0] segment_reg;
always @*
begin
case (dig[3:0])
      4'b0000: segment_reg = 7'b1111110;
      4'b0001: segment_reg = 7'b0110000;
      4'b0010: segment_reg = 7'b1101101;
      4'b0011: segment_reg = 7'b1111001;
      4'b0100: segment_reg = 7'b0110011;
      4'b0101: segment_reg = 7'b1011011;
      4'b0110: segment_reg = 7'b1011111;
      4'b0111: segment_reg = 7'b1110000;
      4'b1000: segment_reg = 7'b1111111;
      4'b1001: segment_reg = 7'b1110011;
      4'b1010: segment_reg = 7'b1110111;
      4'b1011: segment_reg = 7'b0011111;
      4'b1100: segment_reg = 7'b1001110;
      4'b1101: segment_reg = 7'b0111101;
      4'b1110: segment_reg = 7'b1001111;
      4'b1111: segment_reg = 7'b1000111;
      default : segment_reg = 7'b0000101;
    endcase 
end
assign segment = segment_reg;
endmodule
```
==> results.yml <==
# physical design summary
hold_path:
  min-delay-start: "dig[3]"
  hold_class: "input pin to output port"
  hold-path-endpoint: "segment[4]"
  hold_path_depth: 4
yosys:
  yosys.cell_count.top_type: "ha_1"
  top_area_frac: 0.317
  yosys_cells: 39
  synthCells: 39
  synth-seq-area-share: 0
  synth_cell_types: 17
  ys_top_cells_by_count: "ha_1, inv_1, a21oi_1"
  synth_warnings: 1
  top_area_cell: "ha_1"
  postSynthAreaPerCell_um2: 7.09
  ys_area_um2: 277
  top_cells_by_area: "ha_1, a21oi_1, inv_1"
  synth_area_um2: 277
setup_path:
  crit_path_end_kind: "output port"
  critPathKind: "input pin to output port"
  start_kind: "input pin"
  cp_slowest_stage_delay_ps: 270
  slowest_stage: "o32a_1"
  crit_chain: "buf_12, inv_8, buf_6, ha_4, and2b_1, o32a_1, buf_2"
  cp_data_arrival_time_ps: 1120
  crit_fanout: 3
  critPathRequiredTime_ps: 800
floorplanning:
  fp_util: 0.0810
  core_um2: 3420
  dieHeight_um: 80
  io-pin-count: 11
  chipArea_um2: 6400
  rows: 21
  die_x_um: 80
drt:
  dr.pass1.iters: 2
  antenna_cells: 0
  post_drt_wl_per_cell_um: 9.53
  antenna_left: 0
  vias_per_cell: 3.26
  wirelength_um: 972
  drc: 0
  drt_iter0_drc: 4
  dr_total_vias: 333
global_routing:
  grt_max_degree: 11
  first_global_vias: 346
  grt_overflow: 0
  antenna_found_initial: 0
  grt_pass1_wl_um: 1500
  grtUsageTotal: 0.0272
timing:
  hold_viol: 0
  maxSlewHeadroom: 0.848
  period_needed_ps: 1320
  period_used_share: 1.32
  fmax_mhz: 759
  slew_viol_final: 0
  setup_ws_ps: -318
  tightestPinTransition_ps: 226
  setup_viol: 7
  rsz0062_at_grt: "true"
run_status:
  violations: "negative setup slack"
  status: "complete, but fails checks"
finish:
  layout-drive-gt1-share: 0.661
  seq_cells: 0
  fin_area_um2: 597
  post-route-util: 0.175
  nClkBuffers: 0
  fill_cells: 384
  area_delta_synth_final_pct: 116
  seq_area_um2: 0
  comb_area_um2: 335
place:
  place_hpwl_um: 681
  place.gp.congestion: 0.784
  placed_area_um2: 470
  io_buffers: 11
power:
  power_density_nw_per_um2: 381
  vdd_ir_drop_max_mv: 0.168
  p_leak_nw: 0.244
run:
  openroad.warnings: 41
  maxCapViolations: 0
clock_tree:
  cts_hold_buf: 0
==> layout by cell type (no fill, tap or decap) <==
cell type	instances
buf_12	2
inv_4	1
o32a_1	1
mux2_4	1
ha_4	4
ha_2	1
nor3_2	2
nor3_1	1
buf_4	3
inv_1	3
nor3b_1	1
inv_8	2
ha_1	2
nand2_2	1
a21oi_2	1
nor2_4	1
buf_2	9
a211oi_2	1
mux2i_1	1
a31oi_1	1
o21ai_2	1
nand2_1	1
a21oi_1	4
buf_6	5
nand2b_4	1
nand2_4	1
and2b_1	2
o21ai_1	2
==> through the flow <==
stage	setup slack [ps]	total power, mW	hold WS (ps)	TNS (ps)	cells
floorplan	-48.4	0.0797	487	-84.8	39
global placement	-1110	0.175	1590	-7460	98
detailed placement	-1130	0.177	1580	-7600	98
CTS	-331	0.202	860	-1560	102
global route	-364	0.249	890	-1860	102
finish	-318	0.227	868	-1500	102
==> worst max path at each step <==
stage | start | to | slack (ps) | cells after the start
after CTS | dig[1] | segment[2] | -330 | 7
after global routing | dig[1] | segment[2] | -360 | 7
final | dig[1] | segment[2] | -320 | 7
==> layer usage <==
layer,vias to the layer above,track usage,share of wire
met4,0,0.00528,0.020
met1,157,0.0310,0.43
li1,169,-,-
met5,-,0,0
met3,2,0,0.0041
met2,5,0.0546,0.54
==> power by group <==
part           switching (mW)  internal [mW]
registers                   0              0
logic                   0.101          0.126
clock network               0              0
total                   0.101          0.126
==> critical path: cells and delay by family <==
kind,cells,cell delay [ps]
buffers and inverters,4,350
AND-OR/OR-AND,1,270
AND/OR/NAND/NOR,1,150
adder cells (fa/ha/maj),1,140
==> what timing repair did <==
item / in CTS / in global routing
resized: 66 / 10
setup buffers: 3 / 0
gates cloned: 1 / 0
pin swaps: 9 / 5
setup endpoints to repair: 7 / 7
==> logic make-up (layout without fill, tap and decap cells) <==
logic type / Yosys count / count (layout) / share of synthesized area
and+or+nand+nor: 11 / 11 / 0.213
AOI/OAI and AO/OA: 11 / 11 / 0.231
buffers and inverters: 8 / 25 / 0.149
muxes: 2 / 2 / 0.0905
adders and majority gates: 7 / 7 / 0.317
==> area by class of cell <==
type	count	share of cell area
Inverter	6	0.0671
Tap cell	46	0.0964
Timing Repair Buffer	19	0.275
Multi-Input combinational cell	31	0.562
Power figures rest on the tool's default switching activity, not on a simulated workload.
